[flow/run.sh]
#!/bin/bash
# OpenROAD 26Q1-2900-gdf79404cd8, Yosys 0.63+post, stock flow scripts
make -C /OpenROAD-flow-scripts/flow DESIGN_CONFIG=/design/flow/config.mk WORK_HOME=/design/flow/orfs finish
[flow/config.mk]
export PLATFORM = sky130hd
export DESIGN_NAME = fetch
export DESIGN_NICKNAME = fetch
export VERILOG_FILES = /design/flow/design.v
export SDC_FILE = /design/flow/constraint.sdc
export NUM_CORES = 4
export LEC_CHECK = 1
export CORE_UTILIZATION = 50
export SYNTH_MEMORY_MAX_BITS = 65536
[flow/constraint.sdc]
current_design fetch

set clk_period 5.7
set clk_io_pct 0.2

create_clock -name clk0 -period $clk_period [get_ports {clk}]

set non_clock_inputs [all_inputs -no_clocks]
set_input_delay [expr $clk_period * $clk_io_pct] -clock clk0 $non_clock_inputs
set_output_delay [expr $clk_period * $clk_io_pct] -clock clk0 [all_outputs]
[flow/design.v]
`timescale 1ns / 1ps
module fetch(
input clk,
input rst,
input ex_mem_pc_src,
input [31:0] ex_mem_npc,
output [31:0] if_id_instr,
output [31:0] if_id_npc
);
    wire [31:0] pc_out, pc_mux, next_pc, instr_data;
    mux m0(
            .clk   (clk),
            .rst   (rst),
            .y       (pc_mux),
            .a_true  (ex_mem_npc),  
            .b_false (next_pc),     
            .sel     (ex_mem_pc_src)
          );
    pc pc0(
            .clk   (clk),
            .rst   (rst),
            .pc_in  (pc_mux),
            .pc_out (pc_out)
          );
    incrementer in0(
                    .clk   (clk),
                    .rst   (rst),
                    .pcin  (pc_out),
                    .pcout (next_pc)
                   );
    instrMem inMem0(
                    .clk  (clk),
                    .rst  (rst),
                    .addr (pc_out),
                    .data (instr_data)
                   );
    ifIdLatch ifIdLatch0(
                         .clk       (clk),
                         .rst       (rst),
                         .pc_in     (next_pc),      
                         .instr_in  (instr_data),
                         .pc_out    (if_id_npc),
                         .instr_out (if_id_instr)
                        );
endmodule
`timescale 1ns / 1ps
module ifIdLatch(
                input clk,
                input rst,
                input [31:0] pc_in,
                input [31:0] instr_in,
                output reg [31:0] pc_out,
                output reg [31:0] instr_out
                );
                always @(posedge clk) begin
                    if (rst) begin
                        pc_out    <= 32'd0;
                        instr_out <= 32'd0;
                    end else begin
                        pc_out    <= pc_in;
                        instr_out <= instr_in;
                    end
                end
endmodule
`timescale 1ns / 1ps
module incrementer(
                    input clk,
                    input rst,
                    input [31:0] pcin,
                    output [31:0] pcout
                );
                assign pcout = pcin + 32'd1;
endmodule
`timescale 1ns / 1ps
module instrMem(
                input clk,
                input rst,
                input [31:0] addr,
                output [31:0] data
                );
                reg [31:0] mem [0:255];  
                integer i;
                initial begin
                    mem[0] = 32'hA00000AA;
                    mem[1] = 32'h10000011;
                    mem[2] = 32'h20000022;
                    mem[3] = 32'h30000033;
                    mem[4] = 32'h40000044;
                    mem[5] = 32'h50000055;
                    mem[6] = 32'h60000066;
                    mem[7] = 32'h70000077;
                    mem[8] = 32'h80000088;
                    mem[9] = 32'h90000099;
                    for(i = 10; i < 256; i=i+1)
                        mem[i] = 32'h0000_0000;
              end
              assign data = mem[addr[31:0]];
endmodule
`timescale 1ns / 1ps
module mux(
           input clk,
           input rst,
           output [31:0] y,
           input [31:0] a_true,
           input [31:0] b_false,
           input sel
    );
           assign y = sel ? a_true : b_false;
endmodule
`timescale 1ns / 1ps
module pc(
            input clk,
            input rst,
            input [31:0] pc_in,
            output reg [31:0] pc_out
        );
        always @(posedge clk) begin
            if (rst) begin
                    pc_out <= 32'd0;
                end else begin
                    pc_out <= pc_in;
            end
         end
endmodule
==> reports/highlights.md <==
- **result of the run** completed
- **power dissipated by switching net loads** 250 uW
- **Die Y-Extent** 81.0 um
- **slew margin rel.** 50.2%
- **remaining antenna violation count** 0
- **CP Capture Type** flop
- **maximum ir drop on the vdd rail** 0.225 mV
- **post-placement cell count** 479
- **maximum number of pins on one net before global-route repair** 63
- **Reg clk slew, reported paths** 70 ps
- **maximum level of the CTS H-tree** 3
- **DRC violations left** 0
- **Slew Viols, Final** 0
- **Post-synth EDFFs** 0
- **CTS sink cnt** 68
- **critical-path cell list** clkdlybuf4s50_1 -> clkinv_1 -> buf_4 -> nor2_1 -> a22oi_1 -> nand3_1
- **CP max stage delay** 780 ps
- **share of flip-flops with an asynchronous set or reset** 0%
- **maximum capacitance violations** 0
- **register share of total power** 50.8%
- **number of antenna violations at the first check in global routing** 0
- **horizontal die size** 81.0 um
- **number of buffers and inverters on the critical path** 3
- **worst setup margin** 2640 ps
- **data arrival time of the critical path** 3330 ps
- **Switching Share** 23.8%
- **skew final** 2.91 ps
- **clock tree from TritonCTS** done
- **final hold viol count** 0
- **Max clock buf depth** 2
- **tally of filler cells in the layout** 506
- **Pre-Place Util** 52.4%
- **average footprint of a synthesized cell** 8.81 um^2
- **wl on met1** 3.23 mm
- **global router's overall resource usage** 22.2%
- **Max Clock Freq** 327 MHz
- **total core area** 0.00596 mm^2
- **post-layout utilization of the core** 66.5%
- **total of buffers placed on input and output ports** 78
- **DPL Wire Length** 4.59 mm
- **Setup crit start kind** input port
- **share of total power in combinational logic** 11.1%
- **class of the tightest hold or removal check** reg2reg
- **Setup Viol. Count Final** 0
- **Core Rows** 28
- **Setup Fix Bufs, Post-CTS** 0
- **post-synthesis cell type with the largest combined area** sky130_fd_sc_hd__dfxtp_1
- **fraction of layout instances using a drive strength above 1** 6.90%
- **total number of warnings across the stage logs** 28
- **post-layout period usage of the worst path** 53.6%
- **crit path kind** in2reg
- **number of cell instances after yosys synthesis** 354
- **cell area after technology mapping** 0.00312 mm^2
- **Distinct cells, synth** 43
- **met2 wire length** 2.91 mm
- **drt first pass iters** 4
- **Hold Buf Count CTS** 0
- **clock share of power** 38.1%
- **grt ovf** 0
- **total of warnings raised by yosys** 3
- **internal power** 801 uW
- **cell at the slowest stage of the critical path** sky130_fd_sc_hd__clkdlybuf4s50_1
- **synth-to-layout area growth** 27.1%
- **wire length of the first global-routing pass** 11.0 mm
- **via count of the routed design** 2681
- **number of buffers created by CTS** 9
- **part of the Yosys area used for sequential elements** 43.7%
- **Main synth FF type** sky130_fd_sc_hd__dfxtp_1
- **top cells, area** sky130_fd_sc_hd__dfxtp_1, sky130_fd_sc_hd__buf_4, sky130_fd_sc_hd__nor2_1
- **number of antenna diodes** 0
- **via density per instance** 5.42
- **Top delay family on crit path** buffers and inverters
- **proportion of netlist area held by the largest area contributor** 43.7%
- **highest routing layer actually used** met4
- **number of ports placed on the die boundary** 99
- **yosys synthesis chip area** 0.00312 mm^2
- **final worst path period need** 3060 ps
- **violation tally from detailed-route iteration zero** 171
- **via count of the first global-routing pass** 2322
- **unrepaired setup endpoints after global routing** no
- **accumulated negative setup slack** 0 ps
- **Worst Setup Slack post-DPL** 2300 ps
- **Placer Congestion** 0.874
- **worst hold slack** 532 ps
- **transition time at the pin with the least slew margin** 741 ps
- **Crit Path Max Fanout** 29
- **wire length after detailed routing** 6.72 mm
- **leakage power of the design** 0.00142 uW
- **clock latency of the later-clocked register in the worst-skew pair** 330 ps
- **flip-flop and latch count after synthesis** 68
- **root buffer cell** sky130_fd_sc_hd__clkbuf_8
- **Met3 Wirelength** 493 um
- **post-cts resize count** 0
- **routed length per instance** 13.6 um
- **chip area** 0.00656 mm^2
- **required time worst endpoint** 5980 ps
- **power per standard cell area** 265 mW/mm^2
- **Syn Inst Count** 354
- **Post-Layout Cell Count** 495
[power groups by stage]
stage	clock (uW)	sequential, uW	combinational [uW]
4_1_cts	408	533	117
5_1_grt	433	538	131
6_report	401	534	117
[layer usage]
metal / up-vias / global-route usage, %
li1: 1347 / -
met1: 1205 / 35.9
met2: 120 / 31.5
met3: 9 / 4.10
met4: 0 / 4.82
met5: - / 0
[layout make-up]
cell class	instances	area, um^2	share of cell area, %
multi-input combinational	246	1480	37.3
sequential	68	1360	34.4
timing repair buffer	80	791	20.0
clock buffer	12	155	3.92
tap	75	93.8	2.37
clock inverter	4	47.5	1.20
inverter	10	37.5	0.947
[worst paths after layout]
kind                       start               endpoint  slack, ps  depth (start not counted)
setup / recovery   ex_mem_pc_src         pc0.pc_out[28]       2640                          6
hold / removal    pc0.pc_out[30]  ifIdLatch0.pc_out[30]        530                          2
setup reg to reg   pc0.pc_out[0]         pc0.pc_out[22]       2910                          5
hold reg to reg   pc0.pc_out[30]  ifIdLatch0.pc_out[30]        530                          2
[layout by cell type, fill, tap and decap left out, drive strengths merged, types with 5 or more instances in the layout]
cell type      count
inv                9
nand3             18
xnor2             10
or4               13
clkbuf            12
o21ai             12
nor4               5
mux2i              5
nand2             10
clkdlybuf4s50     77
o31ai              7
a21oi             15
or3                9
a211oi            10
nand4             11
nor3               9
a311oi            11
dfxtp             68
conb              20
nor2              51
[worst min-delay path: stages (launching register included)]
cell                       delay (ps)
sky130_fd_sc_hd__dfxtp_1          330
sky130_fd_sc_hd__nand2b_1          90
sky130_fd_sc_hd__mux2i_1           60
[state kept, by name, summed over array words and instances, names as in the netlist]
signal,cells
ifIdLatch0.pc_out,32
pc0.pc_out,32
ifIdLatch0.instr_out,4
[metrics by stage]
step | cell area, um^2 | total power [uW]
after floorplan | 3190 | 603
after global placement | 3760 | 659
after detailed placement | 3760 | 660
after CTS | 3960 | 1060
after global routing | 3960 | 1100
final | 3960 | 1050
[logic make-up (layout without fill, tap and decap cells)]
group	count (synthesis)	in the layout	share of synthesized area, %
other	1	20	0.120
adder cells (fa/ha/maj)	3	3	1.20
AND/OR/NAND/NOR	139	139	24.0
XOR/XNOR	13	13	3.65
buffers and inverters	59	106	11.3
flip-flops	68	68	43.7
multiplexers	5	5	1.61
AND-OR/OR-AND	66	66	14.5
[Yosys cell counts, types with 3 or more instances]
master                     number
sky130_fd_sc_hd__nand4_1        8
sky130_fd_sc_hd__inv_1          9
sky130_fd_sc_hd__nor4_1         5
sky130_fd_sc_hd__o31ai_1        7
sky130_fd_sc_hd__nand2b_1       4
sky130_fd_sc_hd__dfxtp_1       68
sky130_fd_sc_hd__or4_4          3
sky130_fd_sc_hd__xnor2_1       10
sky130_fd_sc_hd__nor3_1         9
sky130_fd_sc_hd__clkbuf_1      15
sky130_fd_sc_hd__o21ai_0       12
sky130_fd_sc_hd__a21oi_1       15
sky130_fd_sc_hd__ha_1           3
sky130_fd_sc_hd__a311oi_1      11
sky130_fd_sc_hd__buf_4         30
sky130_fd_sc_hd__or3_1          7
sky130_fd_sc_hd__mux2i_1        5
sky130_fd_sc_hd__xor2_1         3
sky130_fd_sc_hd__nor2_1        51
sky130_fd_sc_hd__nand2_1       10
sky130_fd_sc_hd__a211oi_1      10
sky130_fd_sc_hd__or4_1         10
sky130_fd_sc_hd__nand3_1       18
Power and IR drop assume default switching activity.
